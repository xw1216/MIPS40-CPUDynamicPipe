===== ./config.mk =====
export PLATFORM = sky130hd
export DESIGN_NAME = mux8
export DESIGN_NICKNAME = mux8
export VERILOG_FILES = /design/flow/design.v
export SDC_FILE = /design/flow/constraint.sdc
export NUM_CORES = 4
export LEC_CHECK = 1
export CORE_AREA = 10 10 120 120
export DIE_AREA = 0 0 130 130

===== ./design.v =====
`timescale 1ns / 1ps
module mux8
#( parameter WIDTH = 32 )
(
    input wire [WIDTH - 1 : 0] in0, in1, in2, in3, in4, in5, in6, in7,
    input wire [2 : 0] sel,
    output wire [WIDTH - 1 : 0] out
);
assign out = ( { WIDTH{sel == 3'd0}} & in0 )
                    |   ( { WIDTH{sel == 3'd1}} & in1 )
                    |   ( { WIDTH{sel == 3'd2}} & in2 )
                    |   ( { WIDTH{sel == 3'd3}} & in3 )
                    |   ( { WIDTH{sel == 3'd4}} & in4 )
                    |   ( { WIDTH{sel == 3'd5}} & in5 )
                    |   ( { WIDTH{sel == 3'd6}} & in6 )
                    |   ( { WIDTH{sel == 3'd7}} & in7 );
endmodule

===== ./constraint.sdc =====
current_design mux8

set clk_period 5.7
set clk_io_pct 0.2

create_clock -name clk0 -period $clk_period

set non_clock_inputs [all_inputs -no_clocks]
set_input_delay [expr $clk_period * $clk_io_pct] -clock clk0 $non_clock_inputs
set_output_delay [expr $clk_period * $clk_io_pct] -clock clk0 [all_outputs]

===== ./run.sh =====
#!/bin/bash
# OpenROAD 26Q1-2900-gdf79404cd8, Yosys 0.63+post, stock flow scripts
make -C /OpenROAD-flow-scripts/flow DESIGN_CONFIG=/design/flow/config.mk WORK_HOME=/design/flow/orfs finish

==> impl_metrics.env <==
# physical design summary
export IMPL_status="complete, no violations"
export IMPL_fp_dieH_um=130
export IMPL_flops=0
export IMPL_first_pass_iters=4
export IMPL_fmax_mhz=227.3
export IMPL_slew_violations=0
export IMPL_synth_area_mm2=0.002073
export IMPL_syn_to_final_growth_pct=145.2
export IMPL_drt_vias_per_instance=4.622
export IMPL_synth_dominant_cell_count="mux4_1"
export IMPL_timing_final_crit_share=0.7719
export IMPL_final_util=0.4268
export IMPL_top_cell_area_share=0.5069
export IMPL_dr_total_vias=2482
export IMPL_slew_headroom=0.4777
export IMPL_synth_distinct_cells=7
export IMPL_hold_start="sel[1]"
export IMPL_core_area_mm2=0.01191
export IMPL_worst_pin_slew_ns=0.7834
export IMPL_topCellsByArea="mux4_1 (51%), mux4_2 (26%), mux2_2 (17%)"
export IMPL_grt_pass1_wl_um=17570
export IMPL_nClkBuffers=0
export IMPL_drt_iter0_drc=72
export IMPL_crit_type="in -> out"
export IMPL_required_ns=4.56
export IMPL_rsz0062_at_grt="false"
export IMPL_num_fill_cells=1125
export IMPL_synth_xor_xnor_area_share=0
export IMPL_peakVddDrop_mv=0.05788
export IMPL_hold_depth=4
export IMPL_synthCells=114
export IMPL_dp_slack_ns=1.259
export IMPL_min_to="out[0]"
export IMPL_antenna_found_initial=0
export IMPL_seq_area_um2=0
export IMPL_grt_ovfl_total=0
export IMPL_avgSynthCellArea_um2=18.19
export IMPL_slowest_delay_ns=0.62
export IMPL_die_w_um=130
export IMPL_start_kind="input pin"
export IMPL_hold_viol_final=0
export IMPL_hpwl_um=11090
export IMPL_yosys_warnings=0
export IMPL_ctsHoldBuffers=0
export IMPL_die_area_mm2=0.01690
export IMPL_io_buffers=291
export IMPL_finalSetupTns_ns=0
export IMPL_drv_cap=0
export IMPL_wire_per_inst_um=22.89
export IMPL_routed_wl_um=12290
export IMPL_power_leakage_nw=1.861
export IMPL_yosys_area_mm2=0.002073
export IMPL_initCoreUtil=0.1741
export IMPL_rows=40
export IMPL_path_max_fanout=33
export IMPL_fa_ha_area_frac=0
export IMPL_muxShareOfSynthArea=0.9415
export IMPL_grt_pass1_vias=2937
export IMPL_hold_path_class="in -> out"
export IMPL_grt_max_degree=36
export IMPL_post_cts_setup_buffers=0
export IMPL_remaining_drc_errors=0
export IMPL_gp_congestion=0.8781
export IMPL_diodes=0
export IMPL_ys_seq_share=0
export IMPL_pin_count=291
export IMPL_setup_viol=0
export IMPL_synthTopCellsByCount="mux4_1 (40), mux2_2 (32), mux4_2 (24)"
export IMPL_track_usage=0.1399
export IMPL_endpoint_kind="output pin"
export IMPL_drive_above_1_share=0.1590
export IMPL_top_area_cell="mux4_1"
export IMPL_layout_setup_ws_ns=1.300
export IMPL_power_density_mw_per_mm2=72.00
export IMPL_warning_count=32
export IMPL_path_cells="buf_4, buf_12, mux4_1, mux2_2, clkdlybuf4s50_1"
export IMPL_ctsResizeCount=0
export IMPL_worstPathArrival_ns=3.26
export IMPL_ys_sh_simple=0
export IMPL_drtAntennaViolNets=0
export IMPL_topCombFamilyByArea="multiplexers"
export IMPL_ys_cells=114
export IMPL_yosys_area_share_aoi=0
export IMPL_post_route_min_period_ns=4.400
export IMPL_crit_path_top_delay_cell="mux4_1"
cell usage in the layout, fill, tap and decap left out, drive strengths merged:
cell type / n
mux4: 64
mux2: 32
clkdlybuf4s50: 288
buf: 6
where the power goes:
part / internal, mW / leakage, nW / switching (mW)
Sequential: 0 / 0 / 0
Combinational: 0.292 / 1.86 / 0.0741
Clock: 0 / 0 / 0
critical path, delay by kind of cell:
family,cells,cell delay (ns)
muxes,2,0.90
buffers and inverters,3,1.18
logic make-up after synthesis:
kind of cell           count (synthesis)
buffers and inverters                 18
muxes                                 96
through the flow:
| stage | cell area, um2 | std cells | hold WS (ns) | total power, mW |
|---|---|---|---|---|
| floorplan | 2073 | 114 | 2.574 | 0.1220 |
| global placement | 5084 | 537 | 3.418 | 0.3697 |
| detailed placement | 5084 | 537 | 3.419 | 0.3716 |
| CTS | 5084 | 537 | 3.418 | 0.3735 |
| global route | 5084 | 537 | 3.443 | 0.3922 |
| finish | 5084 | 537 | 3.400 | 0.3660 |
how the worst max path moves through the flow:
stage     slack [ns]  depth (start not counted)  endpoint   start
5_1_grt         1.15                          5   out[25]  sel[0]
6_report        1.30                          5   out[30]  sel[0]
4_1_cts         1.25                          5   out[25]  sel[0]
layout make-up:
class,instances,area (um2),area share
well taps,147,183.9,0.03618
multi-input cells,96,1952,0.3840
repair buffers,294,2948,0.5799
metal layers:
layer  vias up  track usage  wire (um)
met5         -            0          0
met4         0     0.003968         40
met3         2      0.07078       1577
met2       150       0.2532       6576
met1      1189       0.1513       4095
li1       1141            -          -
No activity file was given, so power comes from the tool's default toggle rates.
