<file path="/design/flow/run.sh">
#!/bin/bash
# OpenROAD 26Q1-2900-gdf79404cd8, Yosys 0.63+post, stock flow scripts
make -C /OpenROAD-flow-scripts/flow DESIGN_CONFIG=/design/flow/config.mk WORK_HOME=/design/flow/orfs finish
</file>
<file path="/design/flow/config.mk">
export PLATFORM = sky130hd
export DESIGN_NAME = pipe_wb
export DESIGN_NICKNAME = pipe_wb
export VERILOG_FILES = /design/flow/design.v
export SDC_FILE = /design/flow/constraint.sdc
export NUM_CORES = 4
export LEC_CHECK = 1
export CORE_UTILIZATION = 50
</file>
<file path="/design/flow/constraint.sdc">
current_design pipe_wb

set clk_period 6.0
set clk_io_pct 0.2

create_clock -name clk0 -period $clk_period [get_ports {clk}]
create_clock -name clk1 -period $clk_period [get_ports {mem_clk}]

set non_clock_inputs [all_inputs -no_clocks]
set_input_delay [expr $clk_period * $clk_io_pct] -clock clk0 $non_clock_inputs
set_output_delay [expr $clk_period * $clk_io_pct] -clock clk0 [all_outputs]
</file>
<file path="/design/flow/design.v">
`timescale 1ns / 1ps
module cp0
(
    input wire rst,
    input wire clk,
    input wire mem_clk,
    input wire cp0_we_in,
    input wire ex_wb_in,
    input wire eret_flush_in,
    input wire branch_delay_wb_in,
    input wire [ 4:0] cp0_rdc_in,
    input wire [ 5:0] int_sig_in,
    input wire [31:0] cp0_data_in,
    input wire [31:0] epc_in,
    input wire [ 4:0] ex_code_in,
    output reg ex,
    output wire flush,
    output reg [ 0:0] hlt,
    output reg eret,
    output reg [ 0:0] ie,
    output reg [ 0:0] exl,
    output reg [ 7:0] int_mask,
    output reg [ 7:0] int_sig,
    output wire [31:0] epc_out,
    output wire [31:0] cp0_data_out
);
parameter RDC_STATUS  = 5'd12;
parameter RDC_CAUSE = 5'd13;
parameter RDC_EPC = 5'd14;
parameter EX_CODE_INT = 5'h00;
parameter EX_CODE_HLT = 5'h01;
parameter EX_CODE_RESUME = 5'h02;
parameter EX_CODE_ADEL = 5'h04;
parameter EX_CODE_ADES = 5'h05;
parameter EX_CODE_SYS = 5'h08;
parameter EX_CODE_BP = 5'h09;
parameter EX_CODE_RI = 5'h0a;
parameter EX_CODE_OF = 5'h0c;
parameter EX_ENTRY_PC = 32'h0040_0008;
parameter EX_HLT_PC = 32'h0040_0008;
reg cause_bd;
reg [4:0] cause_ex_code;
reg [31:0] epc;
reg cp0_we;
reg [4:0] cp0_rdc;
reg branch_delay_wb;
reg [4:0] ex_code;
always @ (*) begin
    casex(ex_wb_in)
    1'b0: ex = 1'b0;
    1'b1: ex = 1'b1;
    default: ex = 1'b0;
    endcase
    casex(eret_flush_in)
    1'b0: eret = 1'b0;
    1'b1: eret = 1'b1;
    default: eret = 1'b0;
    endcase
    casex(cp0_we_in)
    1'b0: cp0_we = 1'b0;
    1'b1: cp0_we = 1'b1;
    default: cp0_we = 1'b0;
    endcase
    casex(branch_delay_wb_in)
    1'b0: branch_delay_wb = 1'b0;
    1'b1: branch_delay_wb = 1'b1;
    default: branch_delay_wb = 1'b0;
    endcase
    casex(cp0_rdc_in)
    RDC_STATUS: cp0_rdc = 5'd12;
    RDC_CAUSE: cp0_rdc = 5'd13;
    RDC_EPC: cp0_rdc = 5'd14;
    default: cp0_rdc = 5'd0;
    endcase
    casex(ex_code_in)
    EX_CODE_HLT: ex_code = EX_CODE_HLT;
    EX_CODE_RESUME: ex_code = EX_CODE_RESUME;
    default: ex_code = 5'd0;
    endcase
end
assign flush = eret || ex;
assign epc_out = (ex) ? EX_ENTRY_PC : 
                 (hlt) ? EX_HLT_PC : epc;
assign cp0_data_out = (cp0_rdc == RDC_STATUS) ? ({ 16'h0040, int_mask, 6'h0, exl, ie }) :
                      (cp0_rdc == RDC_CAUSE)  ? ({ cause_bd, 15'h0, int_sig, 1'b0, cause_ex_code, 2'b0 }) :
                      (cp0_rdc == RDC_EPC)    ? (epc) : 32'h0000_0000;
always @ (posedge mem_clk) begin
    if(rst) begin
        hlt <= 1'b0;
    end
    else if(ex && ex_code == EX_CODE_HLT) begin
        hlt <= 1'b1;
    end
    else if(ex && ex_code == EX_CODE_RESUME) begin
        hlt <= 1'b0;
    end
    else begin end
end
always @ (posedge mem_clk) begin
    if(rst) begin
        int_mask <= 8'b1111_1111;
    end
    else if(cp0_we && cp0_rdc == RDC_STATUS) begin
        int_mask <= cp0_data_in[15:8];
    end
    else begin end
end
always @ (posedge mem_clk) begin
    if(rst) begin
        exl <= 1'b0;
    end
    else if(ex) begin
        exl <= 1'b1;
    end
    else if(eret) begin
        exl <= 1'b0;
    end
    else if(cp0_we && cp0_rdc == RDC_STATUS) begin
        exl <= cp0_data_in[1];
    end
    else begin end
end
always @ (posedge mem_clk) begin
    if(rst) begin
        ie <= 1'b0;
    end
    else if(cp0_we && cp0_rdc == RDC_STATUS) begin
        ie <= cp0_data_in[0];
    end
    else begin end
end
always @ (posedge mem_clk) begin
    if(rst) begin
        cause_bd <= 1'b0;
    end
    else if (ex) begin
        cause_bd <= branch_delay_wb;
    end
    else begin end
end
always @ (posedge mem_clk) begin
    if(rst) begin
        int_sig[7:2] <= 6'b0;
    end
    else begin
        int_sig[7:2] <= int_sig_in;
    end
end
always @ (posedge mem_clk) begin
    if(rst) begin
        int_sig[1:0] <= 2'b0;
    end
    else if (cp0_we && cp0_rdc == RDC_CAUSE) begin
        int_sig[1:0] <= cp0_data_in[9:8];
    end
    else begin end
end
always @ (posedge mem_clk) begin
    if(rst) begin
        cause_ex_code <= 5'b0;
    end
    else if(ex) begin
        cause_ex_code <= ex_code;
    end
    else begin end
end
always @ (posedge mem_clk) begin
    if(rst) begin
        epc <= EX_ENTRY_PC;
    end
    else if(ex) begin
        if(ex_code != EX_CODE_RESUME) begin
            epc <= branch_delay_wb ? epc_in - 32'h4 : epc_in;
        end
    end
    else if(cp0_we && cp0_rdc == RDC_EPC) begin
        epc <= cp0_data_in;
    end
    else begin end
end
endmodule
`timescale 1ns / 1ps
module mux2
#( parameter WIDTH = 32 )
(
    input wire [WIDTH - 1 : 0] in0, in1,
    input wire [0 : 0] sel,
    output wire [WIDTH - 1 : 0] out
);
assign out = ( { WIDTH{sel == 1'd0}} & in0 )
                    |   ( { WIDTH{sel == 1'd1}} & in1 );
endmodule
`timescale 1ns / 1ps
module pipe_wb
(
    input wire clk,
    input wire rst,
    input wire mem_clk,
    input wire mem_wb_validto,
    input wire bypass_rdc_valid_in,
    input wire [31:0] wb_result_in,
    input wire [ 4:0] rdc_mem_in,
    input wire rf_we_in,
    input wire cp0_rd_mux_sel_in,
    input wire cp0_we_in,
    input wire ex_wb_in,
    input wire eret_flush_in,
    input wire branch_delay_wb_in,
    input wire [ 4:0] cp0_rdc_in,
    input wire [ 5:0] int_sig_in,
    input wire [31:0] cp0_data_in,
    input wire [31:0] pc_in,
    input wire [ 4:0] ex_code_in,
    output wire wb_allowin,
    output wire [ 4:0] rdc_wb,
    output wire [31:0] wb_result,
    output wire rf_we,
    output wire [31:0] bypass_wb,
    output wire wb_rdc_valid,
    output wire ex,
    output wire flush,
    output wire hlt,
    output wire eret,
    output wire [ 0:0] ie,
    output wire [ 0:0] exl,
    output wire [ 7:0] int_mask,
    output wire [ 7:0] int_sig,
    output wire [31:0] epc_out
);
reg wb_valid;
wire wb_ready_go;
wire cp0_rd_mux_sel;
wire cp0_we;
wire ex_wb;
wire eret_flush;
wire branch_delay_wb;
wire [ 4:0] cp0_rdc;
wire [31:0] cp0_data;
wire [31:0] pc;
wire [ 4:0] ex_code;
wire [31:0] wb_result_temp;
wire rf_we_temp;
wire [31:0] cp0_data_out;
assign wb_allowin = !wb_valid || wb_ready_go;
assign wb_ready_go = 1;
always @ (posedge clk) begin
    if(rst) begin
        wb_valid <= 1'b0;
    end
    else if(wb_allowin) begin
        wb_valid <= mem_wb_validto;
    end
end
wire bypass_rdc_valid;
wb_pipe_reg wb_pipe_reg
(
    .clk(clk),
    .wb_allowin(mem_wb_validto & wb_allowin),
    .bypass_rdc_valid_in(bypass_rdc_valid_in),
    .wb_result_in(wb_result_in),
    .rdc_mem_in(rdc_mem_in),
    .rf_we_in(rf_we_in),
    .cp0_rd_mux_sel_in(cp0_rd_mux_sel_in),
    .cp0_we_in(cp0_we_in),
    .ex_wb_in(ex_wb_in),
    .eret_flush_in(eret_flush_in),
    .branch_delay_wb_in(branch_delay_wb_in),
    .cp0_rdc_in(cp0_rdc_in),
    .cp0_data_in(cp0_data_in),
    .pc_in(pc_in),
    .ex_code_in(ex_code_in),
    .wb_result(wb_result_temp),
    .rdc_wb(rdc_wb),
    .rf_we(rf_we_temp),
    .bypass_rdc_valid(bypass_rdc_valid),
    .cp0_rd_mux_sel(cp0_rd_mux_sel),
    .cp0_we(cp0_we),
    .ex_wb(ex_wb),
    .eret_flush(eret_flush),
    .branch_delay_wb(branch_delay_wb),
    .cp0_rdc(cp0_rdc),
    .cp0_data(cp0_data),
    .pc(pc),
    .ex_code(ex_code)
);
mux2 wb_result_mux
(
    .in0(wb_result_temp), 
    .in1(cp0_data_out),
    .sel(cp0_rd_mux_sel),
    .out(wb_result)
);
assign rf_we = rf_we_temp & (!ex_wb) & wb_valid;
assign wb_rdc_valid = bypass_rdc_valid & wb_valid;
assign bypass_wb = wb_result;
cp0 cp0
(
    .rst(rst),
    .clk(clk),
    .mem_clk(mem_clk),
    .cp0_we_in(cp0_we && wb_valid),
    .ex_wb_in(ex_wb && wb_valid),
    .eret_flush_in(eret_flush && wb_valid),
    .branch_delay_wb_in(branch_delay_wb),
    .cp0_rdc_in(cp0_rdc),
    .int_sig_in(int_sig_in),
    .cp0_data_in(cp0_data),
    .epc_in(pc),
    .ex_code_in(ex_code),
    .ex(ex),
    .flush(flush),
    .hlt(hlt),
    .eret(eret),
    .ie(ie),
    .exl(exl),
    .int_mask(int_mask),
    .int_sig(int_sig),
    .epc_out(epc_out),
    .cp0_data_out(cp0_data_out)
);
endmodule
`timescale 1ns / 1ps
module wb_pipe_reg
(
    input wire clk,
    input wire wb_allowin,
    input wire bypass_rdc_valid_in,
    input wire [31:0] wb_result_in,
    input wire [ 4:0] rdc_mem_in,
    input wire rf_we_in,
    input wire cp0_rd_mux_sel_in,
    input wire cp0_we_in,
    input wire ex_wb_in,
    input wire eret_flush_in,
    input wire branch_delay_wb_in,
    input wire [ 4:0] cp0_rdc_in,
    input wire [31:0] cp0_data_in,
    input wire [31:0] pc_in,
    input wire [ 4:0] ex_code_in,
    output reg [31:0] wb_result,
    output reg [ 4:0] rdc_wb,
    output reg rf_we,
    output reg bypass_rdc_valid,
    output reg cp0_rd_mux_sel,
    output reg cp0_we,
    output reg ex_wb,
    output reg eret_flush,
    output reg branch_delay_wb,
    output reg [ 4:0] cp0_rdc,
    output reg [31:0] cp0_data,
    output reg [31:0] pc,
    output reg [ 4:0] ex_code
);
always @ (posedge clk) begin
    if(wb_allowin) begin
        wb_result   <= wb_result_in;
        rdc_wb      <= rdc_mem_in;
        rf_we       <= rf_we_in;
        bypass_rdc_valid <= bypass_rdc_valid_in;
        cp0_rd_mux_sel <= cp0_rd_mux_sel_in;
        cp0_we <= cp0_we_in;
        ex_wb <= ex_wb_in;
        eret_flush <= eret_flush_in;
        branch_delay_wb <= branch_delay_wb_in;
        cp0_rdc <= cp0_rdc_in;
        cp0_data <= cp0_data_in;
        pc <= pc_in;
        ex_code <= ex_code_in;
    end
end
endmodule
</file>
==> results.txt <==
The flow completed. The run finished with clean final reports. Antenna diode instance count landed at 0. Wire length per cell landed at 19.3 µm.

Die area landed at 15,900 µm². The routed layout has 6,125 vias. In the final layout, the multi-input gates occupy 2580 µm². Total congestion overflow after global routing landed at 0. Cell area after placement landed at 10,100 µm². Dividing the synthesized area by the synthesized cell count gives 11.4 µm². Summed instance area of the synthesized netlist landed at 7710 µm².

STA classifies the critical path startpoint as a flip-flop. Clock tree synthesis found a total of 173 sinks. Looking at the max-slew report, the worst-margin pin has a slew of 0.843 ns.

Post-CTS clock slew at the launch and capture registers of the worst setup and hold paths landed at 0.07 ns. The slowest stage of the critical path belongs to the cell sky130_fd_sc_hd__edfxtp_1. Maximum number of pins on one net before global-route repair landed at 71. Final number of setup-violating endpoints landed at 0. Per the gpl log, the routability congestion estimate is 0.923. Internal power component landed at 0.00235 W. Top-level I/O count landed at 254.

Final tally of max-slew violations landed at 0. The script computed the net switching share of total power as 0.232. Summing all non-filler instances in the final layout gives an area of 10,900 µm². Synthesis produced a netlist whose cell count is 678. Register cell area after layout landed at 4640 µm². Via density per instance landed at 5.58. The script extracted a net switching power of 0.000709 W. Leaving out fill and tap cells, the most frequent cell in the layout is sky130_fd_sc_hd__clkdlybuf4s50_1. The library cells used most frequently in the layout, excluding fill and tap cells, are sky130_fd_sc_hd__clkdlybuf4s50_1 (249), sky130_fd_sc_hd__edfxtp_1 (118), sky130_fd_sc_hd__dfxtp_1 (55). In this run, synthesis inferred 118 flip-flops with an integrated enable. The max-slew check reports its worst relative slack as 0.438. At the end of the flow the core is filled with cells to 0.718. Area of the synthesized netlist per yosys stat landed at 7710 µm². Die width landed at 126 µm. On the final layout, the worst clock skew is 0 ns.

Placeable core region landed at 15,100 µm². The Yosys step of the flow raised 3 warnings. The final layout reports a setup TNS of 0 ns. Number of antenna violations at the first check in global routing landed at 0. Delay contributed by the slowest stage of the critical path landed at 0.49 ns. The power report puts the leakage power at 3.80 nW. The most used flip-flop cell after synthesis is sky130_fd_sc_hd__edfxtp_1.

The floorplan step records an initial core utilization of 0.509. Final-layout worst hold slack landed at 0.462 ns. Post-detailed-route DRC marker count landed at 0. Global-route usage over all layers landed at 0.292. Once detail routing completed, the nets flagged for antenna violations numbered 0. Area added between synthesis and finish landed at 40.9%. The analysis reports a worst IR drop on VDD of 0.000261 V. The number of setup buffers added after CTS is 0.

Post-synthesis sequential area ratio landed at 0.602. TritonCTS built the clock tree. The worst setup path is of the reg2out kind.

For this design, Yosys synthesis ends with a cell count of 678. Sum of net half-perimeters after detailed placement landed at 15,500 µm. Total wire length landed at 21,100 µm. The worst setup path is captured at a primary output.

Critical path data arrival time landed at 3.11 ns. Fraction of power consumed by combinational cells landed at 0.112. The type recorded for the worst min-delay path is reg2reg.

For reference, the final report shows the hold violation count at 0. The first global-routing pass estimated 32,700 µm of wire. Count of port buffers added during placement landed at 251. Counting flops with an async set or reset pin after synthesis yields a share of 0. Violation count after the first detailed-route iteration landed at 458. Filler cell count landed at 1,032. Die boundary height landed at 126 µm. Number of storage elements in the synthesis netlist landed at 173. The number of global-route vias before repair is 5,954. The floorplan has 45 rows.

Across all stage logs, warnings added up to 27. Per the final layout report, the fraction of cells sized above drive strength 1 comes to 0.0869. Post-cts gate resize count landed at 0. Highest net fanout along the worst path landed at 37. Per STA, the library cell used most along the worst path is sky130_fd_sc_hd__buf_4.

Total power density per cell area landed at 282 nW/µm². In the log, the iteration count for the first detailed-route pass is 5. Share of power burned in the clock network landed at 0.421. Setup repair after global routing left no endpoint under its margin. Number of buffers added to fix hold violations after cts landed at 0. The critical path goes through nand2_1 > buf_4 > inv_2 > nor2_2 > buf_4 > and2_1 > clkdlybuf4s50_1.

Sequential group share of total power landed at 0.467. Max-capacitance violation count landed at 0. Data on the critical path is required at its endpoint by 4.80 ns. Yosys mapped the design onto 67 distinct sky130hd cell types.
==> critical path: cells and delay by family, from the launching register on <==
kind	cells	cell delay [ns]
buffers and inverters	4	1.45
DFF	1	0.49
and+or+nand+nor	3	0.74
==> through the flow <==
| step | instances | total power (W) | setup WS (ns) |
|---|---|---|---|
| 3_3_place_gp | 1057 | 0.00179 | 2.28 |
| 6_report | 1097 | 0.00306 | 1.69 |
| 4_1_cts | 1097 | 0.00308 | 1.69 |
| 5_1_grt | 1097 | 0.00318 | 1.50 |
| 2_1_floorplan | 678 | 0.00156 | 3.02 |
| 3_5_place_dp | 1057 | 0.00180 | 2.14 |
==> sequential cells by signal, summed over array words and instances (netlist names), 2 cells and up <==
register and flops:
cp0.epc 32, wb_pipe_reg.cp0_data 32, wb_pipe_reg.pc 32, wb_pipe_reg.wb_result 32
cp0.int_mask 8, cp0.int_sig 8, wb_pipe_reg.cp0_rdc 5, wb_pipe_reg.ex_code 5
wb_pipe_reg.rdc_wb 5, cp0.cause_ex_code 2
==> layout make-up <==
cell class | count | area share
clock inverters | 17 | 0.0162
inverters | 25 | 0.00863
flip-flops and latches | 173 | 0.427
repair buffers | 262 | 0.238
multi-input cells | 409 | 0.237
well taps | 188 | 0.0216
clock buffers | 23 | 0.0510
==> power groups by stage <==
stage                 Sequential [W]  Clock [W]  Combinational (W)
final                        0.00143    0.00129           0.000344
after global routing         0.00144    0.00136           0.000376
after CTS                    0.00143    0.00131           0.000346
==> metal layers <==
metal | vias to the layer above | wire length [µm] | track usage
li1 | 2892 | - | -
met1 | 2927 | 8940 | 0.450
met2 | 268 | 9960 | 0.438
met3 | 38 | 1620 | 0.0887
met4 | 0 | 616 | 0.0744
met5 | - | 0 | 0
==> cells by family after synthesis <==
| kind of cell | share of synthesized area |
|---|---|
| and+or+nand+nor | 0.179 |
| DFF | 0.602 |
| AOI/OAI and AO/OA | 0.114 |
| buffers and inverters | 0.0654 |
| xor gates and xnor gates | 0.0204 |
| muxes | 0.0167 |
| adders and majority gates | 0.00162 |
| other | 0.000486 |
==> cells in the mapped netlist (5+ instances only) <==
library cell | instances | area (µm²)
sky130_fd_sc_hd__edfxtp_1 | 118 | 3540
sky130_fd_sc_hd__dfxtp_1 | 55 | 1100
sky130_fd_sc_hd__nor2_1 | 47 | 176
sky130_fd_sc_hd__a21oi_1 | 36 | 180
sky130_fd_sc_hd__nand2_1 | 36 | 135
sky130_fd_sc_hd__buf_4 | 34 | 255
sky130_fd_sc_hd__and2_1 | 33 | 206
sky130_fd_sc_hd__nand3_1 | 30 | 150
sky130_fd_sc_hd__inv_1 | 24 | 90.1
sky130_fd_sc_hd__o21ai_0 | 24 | 120
sky130_fd_sc_hd__clkbuf_1 | 23 | 86.3
sky130_fd_sc_hd__nor3_1 | 17 | 85.1
sky130_fd_sc_hd__nor2b_1 | 16 | 100
sky130_fd_sc_hd__a211o_1 | 12 | 105
sky130_fd_sc_hd__a22oi_1 | 12 | 90.1
sky130_fd_sc_hd__nor4_1 | 12 | 75.1
sky130_fd_sc_hd__xor2_1 | 10 | 87.6
sky130_fd_sc_hd__nand3b_1 | 9 | 67.6
sky130_fd_sc_hd__xnor2_1 | 8 | 70.1
sky130_fd_sc_hd__a22o_1 | 7 | 61.3
sky130_fd_sc_hd__buf_2 | 7 | 35.0
sky130_fd_sc_hd__mux2_2 | 7 | 78.8
sky130_fd_sc_hd__buf_1 | 6 | 22.5
sky130_fd_sc_hd__o211ai_1 | 6 | 45.0
sky130_fd_sc_hd__o31ai_1 | 6 | 45.0
sky130_fd_sc_hd__or3_1 | 6 | 37.5
sky130_fd_sc_hd__mux2i_1 | 5 | 50.1
sky130_fd_sc_hd__o22ai_1 | 5 | 31.3
==> worst paths after layout <==
check	slack [ns]	endpoint	startpoint	depth (start not counted)
max	1.69	epc_out[4]	wb_pipe_reg.ex_wb$_DFFE_PP_	7
min	0.46	cp0.cause_bd$_SDFFE_PP0P_	cp0.cause_bd$_SDFFE_PP0P_	2
max reg2reg	3.09	cp0.epc[14]$_SDFFE_PP0P_	wb_pipe_reg.cp0_rdc[0]$_DFFE_PP_	5
min reg2reg	0.46	cp0.cause_bd$_SDFFE_PP0P_	cp0.cause_bd$_SDFFE_PP0P_	2
max in group clk1	3.09	cp0.epc[14]$_SDFFE_PP0P_	wb_pipe_reg.cp0_rdc[0]$_DFFE_PP_	5
min in group clk0	1.34	wb_pipe_reg.pc[2]$_DFFE_PP_	pc_in[2]	1
Power and IR drop assume default switching activity.
