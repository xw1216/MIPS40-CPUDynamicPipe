[run.sh]
#!/bin/bash
# OpenROAD 26Q1-2900-gdf79404cd8, Yosys 0.63+post, stock flow scripts
make -C /OpenROAD-flow-scripts/flow DESIGN_CONFIG=/design/flow/config.mk WORK_HOME=/design/flow/orfs finish
[config.mk]
export PLATFORM = sky130hd
export DESIGN_NAME = mem_pipe_reg
export DESIGN_NICKNAME = mem_pipe_reg
export VERILOG_FILES = /design/flow/design.v
export SDC_FILE = /design/flow/constraint.sdc
export NUM_CORES = 4
export LEC_CHECK = 1
export CORE_AREA = 10 10 215 215
export DIE_AREA = 0 0 225 225
[constraint.sdc]
current_design mem_pipe_reg

set clk_period 1.0
set clk_io_pct 0.2

create_clock -name clk0 -period $clk_period [get_ports {clk}]

set non_clock_inputs [all_inputs -no_clocks]
set_input_delay [expr $clk_period * $clk_io_pct] -clock clk0 $non_clock_inputs
set_output_delay [expr $clk_period * $clk_io_pct] -clock clk0 [all_outputs]
[design.v]
`timescale 1ns / 1ps
module mem_pipe_reg
(
    input wire clk,
    input wire mem_allowin,
    input wire bypass_rdc_valid_in,
    input wire dmem_we_in,
    input wire rf_we_in,
    input wire [31:0] pc_in,
    input wire [31:0] rt_in,
    input wire [31:0] alu_result_in,
    input wire [ 4:0] rdc_exe_in,
    input wire [ 1:0] rd_mux_sel_in, 
    input wire [31:0] lo_in,
    input wire [31:0] hi_in,
    input wire mfc0_instr_in,
    input wire ex_in,
    input wire [ 4:0] ex_code_in,
    input wire [ 0:0] cp0_rd_mux_sel_in,
    input wire cp0_we_in,
    input wire [ 4:0] cp0_rdc_in,
    input wire eret_flush_in,
    input wire branch_delay_in,
    output reg dmem_we,
    output reg rf_we,
    output reg [31:0] pc,
    output reg [31:0] rt,
    output reg [31:0] alu_result,
    output reg [ 4:0] rdc_mem,
    output reg [ 1:0] rd_mux_sel,
    output reg bypass_rdc_valid,
    output reg [31:0] lo,
    output reg [31:0] hi,
    output reg mfc0_instr,
    output reg ex,
    output reg [ 4:0] ex_code,
    output reg [ 0:0] cp0_rd_mux_sel,
    output reg cp0_we,
    output reg [ 4:0] cp0_rdc,
    output reg eret_flush,
    output reg branch_delay
);
always @ (posedge clk) begin
    if(mem_allowin) begin
        dmem_we     <= dmem_we_in;
        rf_we       <= rf_we_in;
        pc          <= pc_in;
        rt          <= rt_in;
        alu_result  <= alu_result_in;
        rdc_mem     <= rdc_exe_in;
        rd_mux_sel  <= rd_mux_sel_in;
        bypass_rdc_valid <= bypass_rdc_valid_in;
        hi          <= hi_in;
        lo          <= lo_in;
        mfc0_instr      <= mfc0_instr_in;
        ex              <= ex_in;
        ex_code         <= ex_code_in;
        cp0_rd_mux_sel  <= cp0_rd_mux_sel_in;
        cp0_we          <= cp0_we_in;
        cp0_rdc         <= cp0_rdc_in;
        eret_flush      <= eret_flush_in;
        branch_delay    <= branch_delay_in;
    end
end
endmodule
==> flow_summary_export.csv <==
group,metric,value,unit
clocking,cts-hold-fix-buffers,0,
grt,track_usage,7.25,%
logic_synthesis,area_leaders,"edfxtp_1 (100%)",
drt,firstDrtPassIters,4,
worst_setup_path,endpoint_kind,"output pin",
clocking,tritoncts,"built",
min_path,hold_path.startpoint,"rdc_exe_in[0]",
clocking,cts-root-buf,"clkbuf_16",
grt,grt_antenna_before_repair,1,
clocking,clkSlewWorstSetupHoldPaths,80,ps
clocking,numCtsBuffers,17,
drt,wl,18.7,mm
drt,viasPerCell,2.96,
power_and_ir_drop,peakVddDrop,0.00164,V
drt,post-route-drc-count,0,
min_path,min_path_cells,1,
logic_synthesis,ys_chip_area,5590,um2
power_and_ir_drop,intPower,13800,uW
drt,diodes,0,
worst_setup_path,critPathTopFamily,"flip-flops",
power_and_ir_drop,leakage,0.00368,uW
logic_synthesis,synth_flops,186,
flow_run,cap_violations,0,
logic_synthesis,synth_area_per_cell,30.0,um2
logic_synthesis,synthCells,186,
final_timing,max_freq,723,MHz
worst_setup_path,critPathLaunch,"rt[11]$_DFFE_PP_",
logic_synthesis,top_area_share,100,%
power_and_ir_drop,power_frac_comb,8.4,%
finish,logic_gates,0,
grt,grt_start_max_net_pins,28,
finish,seqCellArea,5590,um2
drt,drtIter0Drc,177,
clocking,numClockSinks,186,
finish,fillers,4328,
logic_synthesis,ys_seq_share,100,%
final_timing,finalSetupTns,-29590,ps
final_timing,maxSlewHeadroom,80.4,%
floorplanning,die_w,225,um
final_timing,setup_viol,186,
logic_synthesis,synth_area,5590,um2
clocking,cts_buffer_depth,2,
logic_synthesis,yosysUniqueCellTypes,1,
floorplanning,die_h,225,um
logic_synthesis,ys_cells,186,
worst_setup_path,crit_required,800,ps
floorplanning,core,41800,um2
finish,logic_area,0,um2
worst_setup_path,path_buffers,1,
floorplanning,dieArea,50600,um2
logic_synthesis,yosys_warnings,1,
finish,area_growth,76.0,%
power_and_ir_drop,seq_power_share,53.3,%
clocking,postCtsSetupRepairBufs,0,
drt,drt.antenna.violating_nets,0,
final_timing,rsz0062_at_grt,"yes",
final_timing,min_period,1380,ps
logic_synthesis,top_area_cell,"edfxtp_1",
worst_setup_path,start_kind,"flop",
finish,drive_gt1_share,38.7,%
worst_setup_path,critPathMaxStageDelay,530,ps
floorplanning,row_count,75,
worst_setup_path,crit_cells,1,
final_timing,drv_slew,0,
worst_setup_path,arrival,1180,ps
worst_setup_path,path_cells,"buf_2",
min_path,whs_endpoint,"rdc_mem[0]$_DFFE_PP_",
flow_run,warning_count,27,
outcome,outcome,"complete, but fails checks",
final_timing,final_hold_viol_count,0,
grt,grt_remaining_overflow,0,
floorplanning,floorplan.core_util,13.4,%
grt,grt_pass1_vias,3636,
power_and_ir_drop,swShare,21.6,%
floorplanning,num_io_pins,374,
drt,wl_per_cell,16.2,um
placement,gp_congestion,0.785,
worst_setup_path,critPathMaxFanout,1,
power_and_ir_drop,power_density,1800,nW/um2
power_and_ir_drop,finalPower,17700,uW
final_timing,setup_ws,-383,ps
final_timing,fin_crit_sh,138,%
placement,dpl.hpwl,14.8,mm
worst_setup_path,crit_slowest_cell,"edfxtp_1",
drt,num_vias,3405,
outcome,violations,"negative setup slack",
min_path,min_path_type,"in -> reg",
power_and_ir_drop,clkPwrFrac,38.4,%
power_and_ir_drop,p_sw,3820,uW
clocking,htreeDepth,4,
grt,grt_first_pass_wirelength,26.2,mm
final_timing,worst_slew_pin_slew,294,ps
placement,portBuffers,373,
worst_setup_path,worstSetupPathType,"reg -> out",
worst max path at each step:
stage	slack (ps)	to
finish	-380	rt[11]
global route	-450	hi[17]
CTS	-470	cp0_rd_mux_sel[0]
stage by stage:
stage               setup slack [ps]  util (%)  hold slack, ps  instances  cell area [um2]
CTS                             -465      23.5             198       1149             9830
finish                          -383      23.5             269       1149             9830
detailed placement              -265      24.4             758       1117            10200
global route                    -454      23.5             223       1149             9830
global placement                -280      24.4             755       1117            10200
floorplan                        501         -             299        186             5590
sequential cells by signal (all words and copies together) (netlist names), 2 cells and up:
signal      flops
alu_result     32
cp0_rdc         5
ex_code         5
hi             32
lo             32
pc             32
rd_mux_sel      2
rdc_mem         5
rt             32
kinds of logic (layout without fill, tap and decap cells):
logic type  after synthesis  in the layout  synth area share, %
buf+inv                   0            424                    0
flops                   186            186                  100
cell usage in the layout (no fill, tap or decap), drive strengths merged:
cell type      Yosys  final
buf                0    205
edfxtp           186    186
clkdlybuf4s50      0    186
clkbuf             0     19
inv                0      7
clkinv             0      6
bufinv             0      1
Yosys cell counts:
master / number
edfxtp_1: 186
power groups by stage:
stage / logic (uW) / clock network (uW) / registers, uW
CTS: 1540 / 7170 / 9420
global route: 1620 / 7450 / 9480
finish: 1480 / 6780 / 9410
cell type report:
class | instances | share of cell area (%)
repair buffers | 392 | 30.4
flip-flops and latches | 186 | 56.8
clock inverters | 14 | 1.57
well taps | 539 | 6.86
clock buffers | 18 | 4.37
repair_timing:
action                                  4_1_cts  5_1_grt
endpoints found under the setup margin      186      186
resized                                     599        0
pin swaps                                     0        0
metal layers:
layer	global-route usage, %	share of wire [%]	vias up
li1	-	-	1590
met1	9.09	39	1627
met2	11.1	48	168
met3	4.00	11	20
met4	1.21	1.9	0
met5	0	0	-
Power is estimated from default activity; no workload was simulated.
